==> design/flow/design.v <==
module axi4_lite_slave #(
    parameter ADDRESS     = 32,
    parameter DATA_WIDTH  = 32,
    parameter REG_COUNT   = 32
) (
    input  wire                        ACLK,
    input  wire                        ARESETN,
    input  wire [ADDRESS-1:0]          S_ARADDR,
    input  wire                        S_ARVALID,
    output wire                        S_ARREADY,
    output reg  [DATA_WIDTH-1:0]       S_RDATA,
    output reg  [1:0]                  S_RRESP,
    output reg                         S_RVALID,
    input  wire                        S_RREADY,
    input  wire [ADDRESS-1:0]          S_AWADDR,
    input  wire                        S_AWVALID,
    output wire                        S_AWREADY,
    input  wire [DATA_WIDTH-1:0]       S_WDATA,
    input  wire [(DATA_WIDTH/8)-1:0]   S_WSTRB,
    input  wire                        S_WVALID,
    output wire                        S_WREADY,
    output reg  [1:0]                  S_BRESP,
    output reg                         S_BVALID,
    input  wire                        S_BREADY
);
    function integer clog2;
        input integer value;
        integer i;
        begin
            clog2 = 0;
            for (i = value - 1; i > 0; i = i >> 1)
                clog2 = clog2 + 1;
        end
    endfunction
    localparam ADDR_LSB    = (DATA_WIDTH == 64) ? 3 :
                              (DATA_WIDTH == 32) ? 2 :
                              (DATA_WIDTH == 16) ? 1 : 0;
    localparam REG_INDEX_W = (REG_COUNT <= 1) ? 1 : clog2(REG_COUNT);
    localparam [1:0] RESP_OKAY   = 2'b00;
    localparam [1:0] RESP_SLVERR = 2'b10;
    reg [DATA_WIDTH-1:0] regs [0:REG_COUNT-1];
    parameter W_IDLE = 1'b0, W_RESP = 1'b1;
    reg wstate;
    reg aw_captured, w_captured;
    reg [ADDRESS-1:0]        awaddr_r;
    reg [DATA_WIDTH-1:0]     wdata_r;
    reg [(DATA_WIDTH/8)-1:0] wstrb_r;
    assign S_AWREADY = (wstate == W_IDLE) && !aw_captured;
    assign S_WREADY  = (wstate == W_IDLE) && !w_captured;
    always @(posedge ACLK or negedge ARESETN) begin
        if (!ARESETN) begin
            aw_captured <= 1'b0;
            w_captured  <= 1'b0;
            awaddr_r    <= {ADDRESS{1'b0}};
            wdata_r     <= {DATA_WIDTH{1'b0}};
            wstrb_r     <= {(DATA_WIDTH/8){1'b0}};
        end else begin
            if (S_AWREADY && S_AWVALID) begin
                aw_captured <= 1'b1;
                awaddr_r    <= S_AWADDR;
            end
            if (S_WREADY && S_WVALID) begin
                w_captured <= 1'b1;
                wdata_r    <= S_WDATA;
                wstrb_r    <= S_WSTRB;
            end
            if (wstate == W_RESP && S_BVALID && S_BREADY) begin
                aw_captured <= 1'b0;
                w_captured  <= 1'b0;
            end
        end
    end
    wire [REG_INDEX_W-1:0] w_index;
    wire w_align_ok, w_in_range, w_has_strobes;
    assign w_align_ok    = (awaddr_r[ADDR_LSB-1:0] == {ADDR_LSB{1'b0}});
    assign w_index       = awaddr_r[ADDR_LSB + REG_INDEX_W - 1 -: REG_INDEX_W];
    assign w_in_range    = (w_index < REG_COUNT);
    assign w_has_strobes = |wstrb_r;
    function [DATA_WIDTH-1:0] apply_wstrb;
        input [DATA_WIDTH-1:0] oldv;
        input [DATA_WIDTH-1:0] newv;
        input [(DATA_WIDTH/8)-1:0] strb;
        integer b;
        reg [DATA_WIDTH-1:0] res;
        begin
            res = oldv;
            for (b = 0; b < DATA_WIDTH/8; b = b + 1) begin
                if (strb[b]) res[b*8 +: 8] = newv[b*8 +: 8];
            end
            apply_wstrb = res;
        end
    endfunction
    always @(posedge ACLK or negedge ARESETN) begin
        integer i;
        if (!ARESETN) begin
            wstate   <= W_IDLE;
            S_BVALID <= 1'b0;
            S_BRESP  <= RESP_OKAY;
            for (i = 0; i < REG_COUNT; i = i + 1)
                regs[i] <= {DATA_WIDTH{1'b0}};
        end else begin
            case (wstate)
                W_IDLE: begin
                    S_BVALID <= 1'b0;
                    if (aw_captured && w_captured) begin
                        if (w_align_ok && w_in_range && w_has_strobes) begin
                            S_BRESP <= RESP_OKAY;
                            regs[w_index] <= apply_wstrb(regs[w_index], wdata_r, wstrb_r);
                        end else begin
                            S_BRESP <= RESP_SLVERR;
                        end
                        S_BVALID <= 1'b1;
                        wstate   <= W_RESP;
                    end
                end
                W_RESP: begin
                    if (S_BVALID && S_BREADY) begin
                        S_BVALID <= 1'b0;
                        wstate   <= W_IDLE;
                    end
                end
            endcase
        end
    end
    parameter R_IDLE = 1'b0, R_DATA = 1'b1;
    reg rstate;
    reg [ADDRESS-1:0]     araddr_r;
    reg [REG_INDEX_W-1:0] r_index;
    reg                   r_align_ok, r_in_range;
    assign S_ARREADY = (rstate == R_IDLE);
    always @(posedge ACLK or negedge ARESETN) begin
        if (!ARESETN) begin
            rstate     <= R_IDLE;
            araddr_r   <= {ADDRESS{1'b0}};
            r_align_ok <= 1'b0;
            r_in_range <= 1'b0;
            r_index    <= {REG_INDEX_W{1'b0}};
            S_RDATA    <= {DATA_WIDTH{1'b0}};
            S_RRESP    <= RESP_OKAY;
            S_RVALID   <= 1'b0;
        end else begin
            case (rstate)
                R_IDLE: begin
                    S_RVALID <= 1'b0;
                    if (S_ARVALID && S_ARREADY) begin
                        araddr_r   <= S_ARADDR;
                        r_align_ok <= (S_ARADDR[ADDR_LSB-1:0] == {ADDR_LSB{1'b0}});
                        r_index    <= S_ARADDR[ADDR_LSB + REG_INDEX_W - 1 -: REG_INDEX_W];
                        r_in_range <= (S_ARADDR[ADDR_LSB + REG_INDEX_W - 1 -: REG_INDEX_W] < REG_COUNT);
                        rstate     <= R_DATA;
                    end
                end
                R_DATA: begin
                    if (r_align_ok && r_in_range) begin
                        S_RRESP <= RESP_OKAY;
                        S_RDATA <= regs[r_index];
                    end else begin
                        S_RRESP <= RESP_SLVERR;
                        S_RDATA <= {DATA_WIDTH{1'b0}};
                    end
                    S_RVALID <= 1'b1;
                    if (S_RVALID && S_RREADY) begin
                        S_RVALID <= 1'b0;
                        rstate   <= R_IDLE;
                    end
                end
            endcase
        end
    end
    initial begin
        $dumpfile("waveform.vcd");
        $dumpvars();
    end
endmodule
==> design/flow/run.sh <==
#!/bin/bash
# OpenROAD 26Q1-2900-gdf79404cd8, Yosys 0.63+post, stock flow scripts
make -C /OpenROAD-flow-scripts/flow DESIGN_CONFIG=/design/flow/config.mk WORK_HOME=/design/flow/orfs finish
==> design/flow/config.mk <==
export PLATFORM = sky130hd
export DESIGN_NAME = axi4_lite_slave
export DESIGN_NICKNAME = axi4_lite_slave
export VERILOG_FILES = /design/flow/design.v
export SDC_FILE = /design/flow/constraint.sdc
export NUM_CORES = 4
export LEC_CHECK = 1
export CORE_UTILIZATION = 50
==> design/flow/constraint.sdc <==
current_design axi4_lite_slave

set clk_period 6.5
set clk_io_pct 0.2

create_clock -name clk0 -period $clk_period [get_ports {ACLK}]

set non_clock_inputs [all_inputs -no_clocks]
set_input_delay [expr $clk_period * $clk_io_pct] -clock clk0 $non_clock_inputs
set_output_delay [expr $clk_period * $clk_io_pct] -clock clk0 [all_outputs]
==> summary.txt <==
antenna violations before repair -> 40
routed length per placed instance -> 45.1 um
number of global-route vias before repair -> 49800
Clock Tree Buf Depth -> 3
max_slew headroom -> 25.8%
floorplan die area -> 0.113 mm^2
Cell Int Power -> 14800 uW
Leakage -> 0.0288 uW
chip area line of the yosys report -> 0.0559 mm^2
transition at the pin with the smallest max-transition slack -> 1110 ps
final worst path period share -> 75.5%
Gate Area -> 0.0263 mm^2
dominant logic cell type in the layout -> dfrtp_1
global placer's final weighted congestion -> 1.04
CP Data Required Time -> 7140 ps
Worst Setup End Kind -> register
growth of design area from synthesis to finish -> 14.3%
drt first-iter violations -> 6437
Flop pwr share -> 33.3%
number of enable flip-flop cells -> 0
number of primary I/O pins -> 148
type of the worst setup path -> register to register
Max Fclk -> 0.204 GHz
Post-CTS Setup Bufs -> 0
ys cells -> 5274
peak ir drop on the vdd network -> 0.328 mV
most used flip-flop cell after synthesis -> dfrtp_1
HPWL after detailed placement -> 187000 um
Post-Synthesis Cell Area -> 0.0559 mm^2
number of clock sinks -> 1114
tally of non-filler cells in the final layout -> 6888
register bit count reported by yosys -> 1114
warning total across the stage logs -> 96
result of the run -> finished clean
die height -> 336 um
final wirelength -> 310000 um
clock group share of total power -> 28.2%
global-route wire length before repair -> 420000 um
first-pass iteration count of the detailed router -> 9
grt total ovfl -> 0
pin count of the biggest net entering global routing -> 116
cell count after synthesis -> 5274
Final Hold Vio Count -> 0
clock latency on the worst-skew pair -> 770 ps
Hold WC Path Type -> register to register
YS warnings -> 4
Mean Syn Cell Area -> 10.6 um^2
vias per cell -> 7.65
power density over cell area -> 425 mW/mm^2
highest-count cells in the layout ignoring fill and taps -> 1104 x dfrtp_1, 679 x mux2_2, 513 x a22oi_1
clock root buffer master -> clkbuf_16
depth of the CTS H-tree -> 4
largest fanout on the critical path -> 25
number of rows created at floorplan -> 122
vias -> 52700
startpoint class of the critical path -> register
Post-DRT Antenna Nets -> 0
Fill cells -> 9384
worst setup slack before clock tree synthesis -> 2000 ps
placeable core region -> 0.111 mm^2
signal arrival time at the worst endpoint -> 5550 ps
number of gates given a new drive strength after cts -> 0
Chip Width -> 336 um
register area -> 0.0279 mm^2
switching share of total power -> 45.7%
fraction of layout instances using a drive strength above 1 -> 24.9%
Buffers on Ports -> 95
final worst setup slack -> 1590 ps
Remaining DRCs -> 0
number of distinct library cells after synthesis -> 80
number of endpoints failing setup at the final stage -> 0
Final Max Slew Viols -> 0
starting density of the core -> 50.5%
CTS Buf Count -> 130
portion of the post-synthesis area used by sequential elements -> 49.8%
CTS tree -> done
Final Core Density -> 57.7%
clock-pin slew of the registers on the worst-case setup and hold paths -> 60 ps
global-route usage over all layers -> 57.9%
placed insts -> 6599
hold buffers post-CTS -> 0
Sum Neg Setup Slack -> 0 ps
switching power of the nets -> 12400 uW
worst clock skew -> 29.0 ps
final worst path period need -> 4910 ps
combinational power share -> 38.5%
fraction of registers with async set/reset -> 100%
max capacitance violation total -> 0
RSZ-0062 raised after global routing -> false
==> synth_stat cells (24+ instances only) <==
cell type     n  area, um^2
o31ai_1      31         233
o21ai_0     427        2140
nand4_1     130         813
buf_2       131         656
mux2i_1      76         761
a32oi_1      24         210
mux2_2      679        7650
nand2b_1     31         194
nand3b_1     24         180
a2111oi_0    63         552
o21ai_1      35         175
nor4_1       40         250
and3_1      219        1370
a22o_1       65         569
dfrtp_1    1114       27900
buf_4        28         210
a221oi_1     42         368
nand3_1     178         891
nor3_1       33         165
clkbuf_1    345        1290
o2bb2ai_1    35         307
a21oi_1      85         425
nand2_1     523        1960
nor2_1       99         372
a22oi_1     513        3850
==> flip-flops by register name (all words and copies together) (netlist names), 4 cells and up <==
register / count
r_index: 5
regs: 1024
wdata_r: 32
S_RDATA: 32
awaddr_r: 7
wstrb_r: 4
==> per-layer routing <==
| layer | track usage [%] | share of wire, % |
|---|---|---|
| met1 | 71.1 | 34 |
| met2 | 70.9 | 38 |
| met5 | 9.45 | 0.48 |
| met4 | 35.8 | 8.4 |
| met3 | 43.8 | 19 |
==> worst paths after layout <==
| kind | start | to | slack [ps] | cells past startpoint |
|---|---|---|---|---|
| setup / recovery | awaddr_r[2] | regs[29][4] | 1590 | 8 |
| hold / removal | r_in_range | r_in_range | 460 | 1 |
| setup reg to reg | awaddr_r[2] | regs[29][4] | 1590 | 8 |
| hold reg to reg | r_in_range | r_in_range | 460 | 1 |
| max in group asynchronous | ARESETN | r_index[0] | 4230 | 3 |
| min in group asynchronous | ARESETN | regs[0][18] | 520 | 1 |
==> power by group through the flow <==
stage         Clock (uW)  Combinational, uW  Sequential (uW)
CTS                 7660               9540             8960
global route        7920              10200             9120
finish              7660              10500             9050
==> worst max-delay path, stage by stage, from the launching register on <==
cell and delay [ps]:
dfrtp_4 590, buf_4 560, nand3_1 740, nor2_2 1000, buf_4 520, nand2_2 80, buf_4 350, buf_4 470
mux2_2 370
==> through the flow <==
stage	hold slack (ps)	area, um^2	power [uW]
after floorplan	411	55900	13100
after global placement	444	59400	18500
after detailed placement	451	59400	18600
after CTS	464	63800	26200
after global routing	496	63800	27200
final	464	63900	27200
==> area by class of cell <==
cell class / instances / share of cell area [%]
Multi-Input combinational cell: 3609 / 41.2
Clock inverter: 39 / 0.759
Timing Repair Buffer: 365 / 5.02
Sequential cell: 1114 / 43.6
Antenna cell: 60 / 0.235
Inverter: 23 / 0.135
Clock buffer: 190 / 6.13
Tap cell: 1488 / 2.91
==> cells by family (layout without fill, tap and decap cells) <==
group	count (synthesis)	after routing	synth area share, %
compound gates	1452	1452	17.8
simple gates	1397	1397	12.9
flops	1114	1114	49.8
mux	758	758	15.1
buf+inv	552	617	4.38
other cells	1	62	0.00671
No activity file was given, so power comes from the tool's default toggle rates.
